**flow/run.sh**
```bash
#!/bin/bash
# OpenROAD 26Q1-2900-gdf79404cd8, Yosys 0.63+post, stock flow scripts
make -C /OpenROAD-flow-scripts/flow DESIGN_CONFIG=/design/flow/config.mk WORK_HOME=/design/flow/orfs finish
```
**flow/config.mk**
```make
export PLATFORM = sky130hd
export DESIGN_NAME = bsg_cgol_cell
export DESIGN_NICKNAME = bsg_cgol_cell
export VERILOG_FILES = /design/flow/design.v
export SDC_FILE = /design/flow/constraint.sdc
export NUM_CORES = 4
export LEC_CHECK = 1
export CORE_AREA = 10 10 70 70
export DIE_AREA = 0 0 80 80
```
**flow/constraint.sdc**
```tcl
current_design bsg_cgol_cell

set clk_period 4.5
set clk_io_pct 0.2

create_clock -name clk0 -period $clk_period [get_ports {clk_i}]

set non_clock_inputs [all_inputs -no_clocks]
set_input_delay [expr $clk_period * $clk_io_pct] -clock clk0 $non_clock_inputs
set_output_delay [expr $clk_period * $clk_io_pct] -clock clk0 [all_outputs]
```
**flow/design.v**
```verilog
module bsg_cgol_cell (
    input clk_i
    ,input en_i          
    ,input [7:0] data_i
    ,input update_i     
    ,input update_val_i
    ,output logic data_o
  );
  logic [3:0] num_ones;
  assign num_ones = data_i[0] + data_i[1] + data_i[2] + data_i[3] + data_i[4] + data_i[5] + data_i[6] + data_i[7];
  logic ps,ns;
  always_ff @(posedge clk_i) begin
    if (update_i) begin
        ps = update_val_i;
    end else begin
      if (en_i) begin
        ps = ns;
      end
    end    
  end
  always_comb begin
    if (ps == 1'b1 && (num_ones == 4'd2 || num_ones == 4'd3)) begin
      ns = 1'b1;
    end else if (ps == 1'b0 && num_ones == 4'd3) begin
      ns = 1'b1;
    end else begin
      ns = 1'b0;
    end
  end
  assign data_o = ps;
endmodule
```
==> run notes <==
Purpose: to document the outcome of synthesis and place and route.

Status
The run finished with clean final reports.

Placed design
Note, the detailed placer reported a final HPWL of roughly 550 um. Buffers placed on the I/O ports in this run total 12. After its last routability iteration, the placer logged a weighted congestion of ~0.9. The cell count after placement is 85.

Routing
According to the report, the first pass of detailed routing completed in 2 iterations. The via density per instance is around 2.4. The overall routed net length is approximately 600 um. The number of antenna repair diodes is 0.

Summing over every cut layer, the via total after detailed routing is between 200 and 250. In the final routing, the length of wire on met1 measures 331 um. In this run the remaining antenna-violating nets after routing total 0. After detailed routing, the met2 layer carries approximately 160 um of wire. The mean routed wirelength per cell is 6.94 um. The total met3 wirelength after detailed routing is approximately 100 um. The top layer reached by signal wires is met3. Once iteration 0 of detailed routing completed, the report listed 7 DRC markers.

The remaining routing DRC violations is 0.

Final layout
The number of flip-flops under the largest register name is 1. After the flow finishes, the layout carries non-filler instances totaling around 85. From synthesis to final layout, the design area changed by 70.0%. Per the final layout report, the fraction of cells sized above drive strength 1 comes to just over 5%.

The post-route utilization of the core is recorded as 12.6%.

Global route
The wire length of the first global-routing pass is 966 um. The total global routing track utilization is roughly 1.9%. The via count of the first global-routing pass is 198. The number of antenna violations at the first check in global routing is 0. The total global routing overflow is 0.

Entering global routing, the biggest net connects 4 pins.

Yosys
The average cell area after synthesis is 9.41 sq um. Post-synthesis, Yosys gives the total cell area as around 250 sq um. The distinct cell type count after synthesis is 12. By area the synthesized netlist is led by fa_1, inv_1, ha_1. The synthesized netlist cell count is 27.

The yosys stat cell total is 27. The warning tally printed by Yosys for this design is 1. Of the post-synthesis cell area, the dominant cell type holds about a third. After synthesis, flip-flops and latches occupy 11.8% of the total area. The largest area contributor in the synthesized netlist is fa_1. Yosys reported a register bit count of 1.

The cell area that synthesis handed to floorplanning was approximately 250 sq um.

Clock tree
The source-to-sink clock delay at the later pin of the worst-skew pair is 0 ps. The CTS clock-pin slew for the worst setup and hold paths is 0 ps. The post-CTS setup-driven buffer insertion count is 0. The number of gates resized after cts is 0.

The number of hold buffers added after CTS was 0.

Floorplan
The floorplan step records an initial core utilization of 7.44%. The chip footprint is 6400 sq um. The placement row count is 21. The number of top-level pins is 13. The core area is around 3400 sq um. The vertical die dimension is around 80 um. The horizontal die dimension reported for this design is around 80 um.

Pwr
The share of total power dissipated in combinational logic is around four fifths. The switching fraction of total power is around 36%. Total power for the finished layout comes to ~73 uW. Across the VDD grid, the largest voltage drop is ~0.036 mV. The leakage power of the design is about 0.19 nW. Sequential cells burn around a fifth of the power.

The total power divided by cell area is approximately 170 nW/um^2. The script extracted a net switching power of approximately 26 uW. The design internal power is ~47 uW.

The share of total power dissipated in the clock network is 0%.

Hold path
The instance count along the most critical hold path is 3. The worst hold path class is flop to flop.

Worst setup path
The element type at the critical path start is a primary input. The critical path's slowest cell is fa_1. Listed in order, past its start point the critical path passes clkdlybuf4s50_1 -> inv_1 -> fa_1 -> fa_1 -> fa_1 -> inv_1 -> ha_1 -> fa_1 -> nor4b_2 -> a22o_1. The timing report gives the biggest stage delay along the critical path as 540 ps. The worst path required time is about 4200 ps. The critical path maximum fanout is 2. For reference, the most critical setup path is categorized as primary input to flop. STA classifies the critical path endpoint as a flop. The flop-to-flop setup slack is around 3500 ps.

The cell depth of the worst flop-to-flop path is 3. At the worst endpoint, the arrival time is just under 4000 ps. The timing report shows the most common cell along the critical path to be fa_1.

Timing
The final total negative setup slack is 0 ps. Per the slew report, the remaining headroom to the max-slew limit stands at 86.8%. The setup-violating endpoint count in the final report is 0. The number of slew-limit violations in the final report is 0. On the final layout, the worst clock skew is 0 ps. The portion of the clock cycle consumed by the worst path in the final layout is slightly above 90%. The highest clock rate this design can be run at is 241 MHz. The final critical-path required period is around 4100 ps. For reference, the final report shows the hold violation count at 0. Setup repair after global routing left no endpoint under its margin. The transition time at the pin with the least slew margin is 196 ps. The worst hold slack is between 800 and 900 ps.

Run
The reported max-cap violation count is 0. Warnings raised by the tools during the run amount to 28.
through the flow:
stage,cell area (sq um),setup slack (ps)
finish,432,356
global route,432,272
CTS,432,339
detailed placement,432,347
global placement,432,355
floorplan,254,907
layout make-up:
class                   count  area, sq um
fillers                   394         2980
well taps                  46         57.6
flip-flops and latches      1         30.0
repair buffers             12          120
multi-input cells          15          183
inverters                  11         41.3
per-layer routing:
metal  track usage [%]  up-vias
li1                  -      104
met1              2.97       89
met2              2.09       12
met3              1.14        0
met4                 0        0
met5                 0        -
critical path: cells and delay by family:
family	cells	cell delay, ps
fa+ha+maj	5	2090
buf+inv	3	550
simple gates	1	170
compound gates	1	170
layout by cell type, fill, tap and decap left out, drive strengths merged:
cell type      synthesis  final
clkdlybuf4s50          0     12
inv                   11     11
fa                     4      4
ha                     3      3
or2                    1      1
nor2b                  1      1
nor2                   1      1
nor4b                  1      1
nand2b                 1      1
and2                   1      1
o21ai                  1      1
a22o                   1      1
edfxtp                 1      1
final timing paths:
| kind | startpoint | endpoint |
|---|---|---|
| worst min register to register | ps | ps |
| worst max register to register | ps | ps |
| worst max-delay path | data_i[0] | ps |
| worst min-delay path | ps | ps |
logic make-up after synthesis:
logic type	after synthesis	share of synthesized area (%)
and+or+nand+nor	6	20.2
DFF	1	11.8
adders and majority gates	7	46.3
buffers and inverters	11	16.3
AOI/OAI and AO/OA	2	5.42
power groups by stage:
stage | registers, mW | logic (mW) | clock network, mW
CTS | 0.0143 | 0.0596 | 0
finish | 0.0141 | 0.0586 | 0
global route | 0.0143 | 0.0665 | 0
cell usage after synthesis:
library cell  count
fa_1              4
and2_0            1
nor2_1            1
or2_1             1
a22o_1            1
nor4b_2           1
edfxtp_1          1
inv_1            11
o21ai_0           1
ha_1              3
nor2b_4           1
nand2b_1          1
Power figures rest on the tool's default switching activity, not on a simulated workload.
